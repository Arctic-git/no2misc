## ./run.sh

```bash
#!/bin/bash
# OpenROAD 26Q1-2900-gdf79404cd8, Yosys 0.63+post, stock flow scripts
make -C /OpenROAD-flow-scripts/flow DESIGN_CONFIG=/design/flow/config.mk WORK_HOME=/design/flow/orfs finish
```

## ./config.mk

```make
export PLATFORM = sky130hd
export DESIGN_NAME = uart2wb
export DESIGN_NICKNAME = uart2wb
export VERILOG_FILES = /design/flow/design.v
export SDC_FILE = /design/flow/constraint.sdc
export NUM_CORES = 4
export LEC_CHECK = 1
export CORE_UTILIZATION = 50
```

## ./constraint.sdc

```tcl
current_design uart2wb

set clk_period 7.0
set clk_io_pct 0.2

create_clock -name clk0 -period $clk_period [get_ports {clk}]

set non_clock_inputs [all_inputs -no_clocks]
set_input_delay [expr $clk_period * $clk_io_pct] -clock clk0 $non_clock_inputs
set_output_delay [expr $clk_period * $clk_io_pct] -clock clk0 [all_outputs]
```

## ./design.v

```verilog
`default_nettype none
module glitch_filter #(
	parameter integer L = 4,
	parameter RST_VAL = 1'b1,
	parameter integer WITH_SYNCHRONIZER = 1,
	parameter integer WITH_SAMP_COND = 0,
	parameter integer WITH_EVT_COND = 0
)(
	input wire  val_in,
	input wire  samp_cond,	 
	input wire  evt_cond,	 
	output wire val,
	output reg  rise,
	output reg  fall,
	input  wire clk,
	input  wire rst
);
	wire [L-1:0] all_zero;
	wire [L-1:0] all_one;
	wire [L-1:0] all_rst;
	wire samp_cond_i = WITH_SAMP_COND ? samp_cond : 1'b1;
	wire evt_cond_i  = WITH_EVT_COND  ? evt_cond  : 1'b1;
	reg    [1:0] sync;
	reg          state;
	reg  [L-1:0] cnt;
	reg  [L-1:0] cnt_move;
	wire cnt_is_all_zero;
	wire cnt_is_all_one;
	assign all_zero = { L{1'b0} };
	assign all_one  = { L{1'b1} };
	assign all_rst  = { L{RST_VAL} };
	if (WITH_SYNCHRONIZER)
		always @(posedge clk)
			sync <= { sync[0], val_in };
	else
		always @(*)
			sync = { val_in, val_in };
	always @(*)
	begin
		cnt_move = all_zero;
		if (samp_cond_i & sync[1] & ~cnt_is_all_one)
			cnt_move = 1;
		else if (samp_cond_i & ~sync[1] & ~cnt_is_all_zero)
			cnt_move = -1;
	end
	always @(posedge clk)
		if (rst)
			cnt <= all_rst;
		else
			cnt <= cnt + cnt_move;
	assign cnt_is_all_zero = (cnt == all_zero);
	assign cnt_is_all_one  = (cnt == all_one);
	always @(posedge clk)
		if (rst)
			state <= RST_VAL;
		else begin
			if (state & cnt_is_all_zero)
				state <= 1'b0;
			else if (~state & cnt_is_all_one)
				state <= 1'b1;
			else
				state <= state;
		end
	assign val = state;
	always @(posedge clk)
	begin
		if (~evt_cond_i) begin
			rise <= 1'b0;
			fall <= 1'b0;
		end else begin
			rise <= ~state & cnt_is_all_one;
			fall <=  state & cnt_is_all_zero;
		end
	end
endmodule  
`default_nettype none
module stream2wb #(
	parameter integer WB_N = 3,
	parameter integer DL = (32*WB_N)-1,
	parameter integer CL = WB_N-1,
	parameter block_read_support = 0,
	parameter read_16_bit = 0
)(		
	input  wire  [7:0] rx_data,
	input  wire        rx_valid,
	output wire        rx_ready,
	output wire  [7:0] tx_data,
	output wire        tx_last,
	output wire        tx_valid,
	input  wire        tx_ready,
	output reg  [31:0] wb_wdata,
	input  wire [DL:0] wb_rdata,
	output reg  [15:0] wb_addr,
	output reg         wb_we,
	output reg  [CL:0] wb_cyc,
	input  wire [CL:0] wb_ack,
	output reg  [31:0] aux_csr,
	input  wire clk,
	input  wire rst
);
	localparam
		CMD_SYNC        = 4'h0,
		CMD_REG_ACCESS  = 4'h1,
		CMD_DATA_SET    = 4'h2,
		CMD_DATA_GET    = 4'h3,
		CMD_AUX_CSR     = 4'h4,
		CMD_BLOCK_SETUP  = 4'h5;
	reg  [39:0] rx_reg;
	reg  [ 2:0] rx_cnt;
	wire [ 3:0] cmd_code;
	wire [31:0] cmd_data;
	reg         cmd_stb;
	reg [15:0] block_words;
	reg is_block_transfer;
	reg block_increment = 0;
	reg [CL:0] wb_cyc_save;
	wire        tx_ack;
	reg  [31:0] tx_reg;
	reg  [ 2:0] tx_cnt;
	reg  [31:0] resp_data;
	reg         resp_ld;
	reg  [31:0] wb_rdata_i;
	wire		wb_ack_i;
	always @(posedge clk or posedge rst)
		if (rst)
			rx_cnt <= 3'd0;
		else if (rx_valid)
			rx_cnt <= rx_cnt[2] ? 3'd0 : (rx_cnt + 1);
	always @(posedge clk)
		if (rx_valid)
			rx_reg <= { rx_reg[31:0], rx_data };
	assign rx_ready = 1'b1;
	assign cmd_code = rx_reg[39:36];
	assign cmd_data = rx_reg[31: 0];
	always @(posedge clk)
		cmd_stb <= rx_cnt[2] & rx_valid;
	always @(posedge clk or posedge rst)
		if (rst)
			tx_cnt <= 3'd0;
		else begin
			if (resp_ld)
				tx_cnt <= 3'd4 - 2*read_16_bit;
			else if (tx_ack)
				tx_cnt <= tx_cnt - 1;
		end
	always @(posedge clk)
		if (resp_ld)
			tx_reg <= resp_data;
		else if (tx_ack)
			tx_reg <= { tx_reg[23:0], 8'h00 };
	assign tx_data  = tx_reg[31-16*read_16_bit:24-16*read_16_bit];
	assign tx_last  = (tx_cnt == 3'd1);
	assign tx_valid = |tx_cnt;
	assign tx_ack   = tx_valid & tx_ready;
	reg tx_valid_last;
	always @(posedge clk) begin
		tx_valid_last <= tx_valid;
	end
	wire tx_done_edge = !tx_valid && (tx_valid != tx_valid_last);
	always @(posedge clk)
	begin
		resp_ld   <= 1'b0;
		resp_data <= 40'hxxxxxxxxxx;
		if (cmd_stb) begin
			case (cmd_code)
				CMD_SYNC: begin
					resp_data <= 32'hcafebabe;
					resp_ld   <= 1'b1;
				end
				CMD_REG_ACCESS: begin
					wb_addr  <=  cmd_data[15:0];
					wb_we    <= ~cmd_data[20];
					wb_cyc   <= (1 << cmd_data[19:16]);
					wb_cyc_save   <= (1 << cmd_data[19:16]);
				end
				CMD_DATA_SET: begin
					wb_wdata <= cmd_data;
				end
				CMD_DATA_GET: begin
					resp_ld   <= 1'b1;
					resp_data <= wb_wdata;
				end
				CMD_AUX_CSR: begin
				    aux_csr <= cmd_data;
				end
				CMD_BLOCK_SETUP: begin
					if(block_read_support) begin
						block_words  		<= cmd_data[15:0];
						block_increment		<= cmd_data[16];
						is_block_transfer 	<= 1;
					end
				end
			endcase
		end
		if (wb_ack_i) begin
			wb_cyc <= 0;
			if (~wb_we) begin
				wb_wdata <= wb_rdata_i;
				if(is_block_transfer) begin  
					resp_data <= wb_rdata_i;
					resp_ld   <= 1'b1;
				end
			end
		end
		if(is_block_transfer && tx_done_edge) begin 
			if(block_words) begin
				block_words <= block_words - 1;
				wb_addr <= wb_addr + block_increment;
				wb_cyc <= wb_cyc_save;
			end else begin
				is_block_transfer <= 0;
			end			
		end
		if (rst) begin
			wb_cyc   <= 0;
			aux_csr  <= 32'h00000000;
			is_block_transfer <= 0;
		end
	end
	assign wb_ack_i = |wb_ack;
	always @(*)
	begin : rdata
		integer i;
		wb_rdata_i = 32'h00000000;
		for (i=0; i<WB_N; i=i+1)
			wb_rdata_i = wb_rdata_i | wb_rdata[32*i+:32];
	end
endmodule  
`default_nettype none
module uart2wb #(
	parameter integer WB_N = 3,
	parameter integer UART_DIV = 24,  
	parameter integer DL = (32*WB_N)-1,
	parameter integer CL = WB_N-1,
	parameter block_read_support = 0,
	parameter read_16_bit = 0
)(
	input  wire        uart_rx,
	output wire        uart_tx,
	output reg  [31:0] wb_wdata,
	input  wire [DL:0] wb_rdata,
	output reg  [15:0] wb_addr,
	output reg         wb_we,
	output reg  [CL:0] wb_cyc,
	input  wire	[CL:0] wb_ack,
	output reg  [31:0] aux_csr,
	input  wire clk,
	input  wire rst
);
	localparam integer DIV_WIDTH = $clog2(UART_DIV - 1);
	localparam [DIV_WIDTH-1:0] DIV_VALUE = UART_DIV - 2;
	wire [7:0] rx_data;
	wire       rx_stb;
	wire [7:0] tx_data;
	wire       tx_ack;
	wire       tx_valid;
	uart_rx #(
		.DIV_WIDTH(DIV_WIDTH),
		.GLITCH_FILTER(2)
	) rx_I (
		.rx   (uart_rx),
		.data (rx_data),
		.stb  (rx_stb),
		.div  (DIV_VALUE),
		.clk  (clk),
		.rst  (rst)
	);
	uart_tx #(
		.DIV_WIDTH(DIV_WIDTH)
	) tx_I (
		.tx    (uart_tx),
		.data  (tx_data),
		.valid (tx_valid),
		.ack   (tx_ack),
		.div   (DIV_VALUE),
		.clk   (clk),
		.rst   (rst)
	);
	stream2wb #(
		.WB_N(WB_N),
		.block_read_support(block_read_support),
		.read_16_bit(read_16_bit)
	) wb_I (
		.rx_data  (rx_data),
		.rx_valid (rx_stb),
		.rx_ready (),
		.tx_data  (tx_data),
		.tx_last  (),
		.tx_valid (tx_valid),
		.tx_ready (tx_ack),
		.wb_wdata (wb_wdata),
		.wb_rdata (wb_rdata),
		.wb_addr  (wb_addr),
		.wb_we    (wb_we),
		.wb_cyc   (wb_cyc),
		.wb_ack   (wb_ack),
		.aux_csr  (aux_csr),
		.clk      (clk),
		.rst      (rst)
	);
endmodule
`default_nettype none
module uart_rx #(
	parameter integer DIV_WIDTH = 8,
	parameter integer GLITCH_FILTER = 2
)(
	input  wire rx,
	output wire [7:0] data,
	output reg  stb,
	input  wire [DIV_WIDTH-1:0] div,	 
	input  wire clk,
	input  wire rst
);
	wire rx_val;
	wire rx_fall;
	wire go, done, ce;
	reg  active;
	reg [DIV_WIDTH:0] div_cnt;
	reg [4:0] bit_cnt;
	reg [8:0] shift;
	generate
		if (GLITCH_FILTER > 0)
			glitch_filter #(
				.L(GLITCH_FILTER),
				.RST_VAL(1'b1),
				.WITH_SYNCHRONIZER(1)
			) gf_I (
				.val_in(rx),
				.val(rx_val),
				.rise(),
				.fall(rx_fall),
				.clk(clk),
				.rst(rst)
			);
		else begin
			reg [1:0] rx_sync;
			reg rx_fd;
			always @(posedge clk)
			begin
				rx_sync <= { rx_sync[0], rx };
				rx_fd   <= rx_sync[1] & ~rx_sync[0];
			end
			assign rx_fall = rx_fd;
			assign rx_val  = rx_sync[1];
		end
	endgenerate
	assign go = rx_fall & ~active;
	assign done = ce & bit_cnt[4];
	always @(posedge clk or posedge rst)
		if (rst)
			active <= 1'b0;
		else
			active <= (active & ~done) | go;
	always @(posedge clk)
		if (~active)
			div_cnt <= { 2'b00, div[DIV_WIDTH-1:1] } - 1;
		else if (div_cnt[DIV_WIDTH])
			div_cnt <= { 1'b0, div };
		else
			div_cnt <= div_cnt - 1;
	assign ce = div_cnt[DIV_WIDTH];
	always @(posedge clk)
		if (~active)
			bit_cnt <= 5'h08;
		else if (ce)
			bit_cnt <= bit_cnt - 1;
	always @(posedge clk)
		if (ce)
			shift <= { rx_val, shift[8:1] };
	assign data = shift[7:0];
	always @(posedge clk)
		stb <= ce & bit_cnt[4] & rx_val;
endmodule  
`default_nettype none
module uart_tx #(
	parameter integer DIV_WIDTH = 8
)(
	output wire tx,
	input  wire [7:0] data,
	input  wire valid,
	output reg  ack,
	input  wire [DIV_WIDTH-1:0] div,	 
	input  wire clk,
	input  wire rst
);
	wire go, done, ce;
	reg  active;
	reg [9:0] shift;
	reg [DIV_WIDTH:0] div_cnt;
	reg [4:0] bit_cnt;
	assign go = valid & ~active;
	assign done = ce & bit_cnt[4];
	always @(posedge clk or posedge rst)
		if (rst)
			active <= 1'b0;
		else
			active <= (active & ~done) | go;
	always @(posedge clk)
		if (~active | div_cnt[DIV_WIDTH])
			div_cnt <= { 1'b0, div };
		else
			div_cnt <= div_cnt - 1;
	assign ce = div_cnt[DIV_WIDTH];
	always @(posedge clk)
		if (~active)
			bit_cnt <= 5'h08;
		else if (ce)
			bit_cnt <= bit_cnt - 1;
	always @(posedge clk or posedge rst)
		if (rst)
			shift <= 10'h3ff;
		else if (go)
			shift <= { 1'b1, data, 1'b0 };
		else if (ce)
			shift <= { 1'b1, shift[9:1] };
	always @(posedge clk)
		ack <= go;
	assign tx = shift[0];
endmodule  
```

==> GITHUB_STEP_SUMMARY <==
### Yosys + OpenROAD results

| Metric | Value |
|---|---|
| Outcome | completed |
| Pwr per Cell Area | 252.2 nW/um^2 |
| Row cnt | 49 |
| Critical path peak fanout | 34 |
| Synth Area in Simple Gates | 10.62% |
| PostCTS Resize Cnt | 0 |
| Total of fill cells in the finished design | 1285 |
| Post-synthesis sequential area ratio | 64.27% |
| Largest logic family | AND-OR/OR-AND gates |
| Avg Synthesized Cell Area | 11.90 um^2 |
| Number of warnings in the stage logs | 27 |
| Largest buffer count on any clock path | 3 |
| Largest net degree at the start of global routing | 69 |
| Synth Area in Compound Gates | 13.54% |
| Number of buffers inserted during clock tree synthesis | 24 |
| Worst-Margin Slew | 1.031 ns |
| Utilization after layout | 66.70% |
| Fraction of the mapped netlist area in adder cells | 1.094% |
| Number of buffers added to fix hold violations after cts | 0 |
| Area reported by Yosys stat | 9151 um^2 |
| Highest achievable clock rate | 316.0 MHz |
| Arrival time worst endpoint | 1.76 ns |
| Vias in the first global route | 6288 |
| Gate count after technology mapping | 769 |
| DRT Wirelength | 21740 um |
| Number of nets still failing antenna checks after routing | 0 |
| Worst hold-check slack | 0.3694 ns |
| Antenna violations before repair | 0 |
| Antenna diode count | 0 |
| Horizontal die dimension | 137.3 um |
| XOR-XNOR Cells, Area Fraction | 1.148% |
| Area enclosed by the die boundary | 18850 um^2 |
| Clk pin slew, worst setup/hold paths | 0.07 ns |
| Tmin final | 3.164 ns |
| Final cell count without fillers | 1186 |
| Synth warn | 4 |
| Final hold viol count | 0 |
| Number of top-level pins | 187 |
| Proportion of synthesized flip-flops having asynchronous set or reset | 7.025% |
| Unique masters post-synth | 45 |
| Wire length of the first global-routing pass | 33400 um |
| Cell area after synthesis | 9151 um^2 |
| Part of the cycle the worst path needs | 45.20% |
| Detailed-route via count | 6491 |
| Library cell with the highest instance count after synthesis | sky130_fd_sc_hd__dfxtp_1 |
| Cell taking the most area after synthesis | sky130_fd_sc_hd__edfxtp_1 |
| Share of post-route cells with drive strength above 1 | 10.87% |
| Synth-to-layout area growth | 30.93% |
| HPWL Detailed | 14620 um |
| Count of pins over their slew limit | 0 |
| Top-area cell share | 30.84% |
| Post-synth EDFFs | 94 |
| Vias per Instance | 5.473 |
| Worst clock skew | 0.008687 ns |
| Critical path type | reg2out |
| Required arrival time at the worst endpoint | 5.60 ns |
| Overall power consumption | 3.021 mW |
| Mux frac, synth | 4.908% |
| Cell Count Post-Placement | 1142 |
| Clock tree from TritonCTS | built |
| Placeable core region | 17960 um^2 |
| Overall Global Routing Usage | 24.97% |
| I/O Buffers | 186 |
| RSZ-0062 raised after global routing | false |
| Final routed DRC violation total | 0 |
| Leading cell types by count after synthesis | sky130_fd_sc_hd__dfxtp_1 (131), sky130_fd_sc_hd__edfxtp_1 (94), sky130_fd_sc_hd__o21ai_0 (72) |
| Final instance area | 11980 um^2 |
| Remaining max-slew budget at the tightest pin | 31.13% |
| Setup Fix Bufs, Post-CTS | 0 |
| Commonest flop | sky130_fd_sc_hd__dfxtp_1 |
| Crit path setup slack, layout | 3.836 ns |
| P_leak | 4.145 nW |
| DR WL/cell | 18.33 um |
| Vertical die dimension | 137.3 um |
| Flip-flop count of the largest register, all copies and words added | 36 |
| Final weighted congestion of routability-driven global placement | 0.8669 |
| Clk Tree Root Cell | sky130_fd_sc_hd__clkbuf_16 |
| Effective utilization at floorplan | 50.94% |
| Flop and latch count out of synthesis | 242 |
| Final-report setup violation count | 0 |
| Count of H-tree levels built during CTS | 1 |
| 1st-iter DRT viols | 384 |
| Number of maximum-capacitance violations | 0 |
| DP Worst Slack | 3.662 ns |
| Worst hold path type | reg2reg |
| Remaining global-route overflow | 0 |
| Final TNS setup | 0 ns |
| Pre-antenna DRT Iters | 5 |
| Startpoint Class | register |
| Count of instantiated cells in the yosys netlist | 769 |
| Synth top area cells | sky130_fd_sc_hd__edfxtp_1 (31%), sky130_fd_sc_hd__dfxtp_1 (29%), sky130_fd_sc_hd__mux2_2 (4.8%) |
| Element type at the critical path end | output pin |
| Latency at later pin | 0.50 ns |
| Maximum vdd ir drop | 0.0002077 V |
| Placed Area | 11190 um^2 |
| Number of sinks driven by the clock tree | 242 |
## cells by family after synthesis
family,count (synthesis)
AND-OR/OR-AND,190
XOR/XNOR,12
adder cells (fa/ha/maj),8
buffers and inverters,101
flip-flops,242
multiplexers,40
AND/OR/NAND/NOR,176
## layout by cell type, fill, tap and decap left out, types with 4 or more instances in the layout
cell / instances
sky130_fd_sc_hd__xor2_1: 6
sky130_fd_sc_hd__xnor2_1: 6
sky130_fd_sc_hd__clkbuf_16: 25
sky130_fd_sc_hd__mux2_2: 39
sky130_fd_sc_hd__clkdlybuf4s50_1: 186
sky130_fd_sc_hd__clkinv_2: 4
sky130_fd_sc_hd__o32a_1: 32
sky130_fd_sc_hd__inv_1: 46
sky130_fd_sc_hd__and2_1: 24
sky130_fd_sc_hd__ha_1: 8
sky130_fd_sc_hd__o21ai_0: 72
sky130_fd_sc_hd__buf_4: 13
sky130_fd_sc_hd__nor2b_1: 4
sky130_fd_sc_hd__nor2_1: 10
sky130_fd_sc_hd__clkinv_1: 6
sky130_fd_sc_hd__nor3b_1: 4
sky130_fd_sc_hd__nand2b_1: 26
sky130_fd_sc_hd__a22oi_1: 32
sky130_fd_sc_hd__a21oi_1: 38
sky130_fd_sc_hd__edfxtp_1: 94
sky130_fd_sc_hd__nand2_1: 14
sky130_fd_sc_hd__clkbuf_8: 4
sky130_fd_sc_hd__dfxtp_1: 131
sky130_fd_sc_hd__dfstp_2: 9
sky130_fd_sc_hd__nor3_1: 37
sky130_fd_sc_hd__dfrtp_1: 8
sky130_fd_sc_hd__nand3_1: 33
## critical path, stage by stage, from the launching register on
cell                              delay (ns)
sky130_fd_sc_hd__edfxtp_1               0.32
sky130_fd_sc_hd__buf_4                  0.36
sky130_fd_sc_hd__clkdlybuf4s50_1        0.57
## report_power, final
| part | total, mW | internal [mW] | leakage [nW] | switching [mW] |
|---|---|---|---|---|
| Sequential | 1.56 | 1.51 | 2.01 | 0.0507 |
| Combinational | 0.189 | 0.124 | 1.74 | 0.0656 |
| Clock | 1.27 | 0.764 | 0.394 | 0.509 |
| Total | 3.02 | 2.40 | 4.14 | 0.625 |
## path summary, 6_finish.rpt
kind / slack [ns] / cells past startpoint / start / endpoint
max reg2reg: 4.80 / 5 / wb_I.rx_reg[38]$_DFFE_PP_ / wb_I.wb_addr[5]$_DFFE_PP_
min: 0.37 / 0 / rx_I.genblk1.gf_I.sync[0]$_DFF_P_ / rx_I.genblk1.gf_I.sync[1]$_DFF_P_
max in group asynchronous: 4.86 / 3 / rst / tx_I.active$_DFF_PP0_
max: 3.84 / 2 / wb_I.wb_we$_DFFE_PP_ / wb_we
min in group asynchronous: 1.66 / 3 / rst / wb_I.tx_cnt[0]$_DFFE_PP0P_
min reg2reg: 0.37 / 0 / rx_I.genblk1.gf_I.sync[0]$_DFF_P_ / rx_I.genblk1.gf_I.sync[1]$_DFF_P_
## per-layer routing
metal	global-route usage [%]	vias to the layer above	share of wire [%]
met2	39.14	246	48
met3	6.794	22	7.4
met5	0	-	0
met1	37.95	3095	43
li1	-	3128	-
met4	4.335	0	1.7
## cell type report
| cell class | count | area (um^2) | area share [%] |
|---|---|---|---|
| Sequential cell | 242 | 5882 | 49.09 |
| Multi-Input combinational cell | 426 | 2887 | 24.09 |
| Timing Repair Buffer | 199 | 1959 | 16.35 |
| Clock buffer | 32 | 691.9 | 5.775 |
| Tap cell | 229 | 286.5 | 2.391 |
| Inverter | 46 | 172.7 | 1.441 |
| Clock inverter | 12 | 102.6 | 0.8563 |
Power and IR drop assume default switching activity.
