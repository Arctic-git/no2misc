**flow/run.sh**
```bash
#!/bin/bash
# OpenROAD 26Q1-2900-gdf79404cd8, Yosys 0.63+post, stock flow scripts
make -C /OpenROAD-flow-scripts/flow DESIGN_CONFIG=/design/flow/config.mk WORK_HOME=/design/flow/orfs finish
```
**flow/config.mk**
```make
export PLATFORM = sky130hd
export DESIGN_NAME = uart_wb
export DESIGN_NICKNAME = uart_wb
export VERILOG_FILES = /design/flow/design.v
export SDC_FILE = /design/flow/constraint.sdc
export NUM_CORES = 4
export LEC_CHECK = 1
export CORE_UTILIZATION = 40
export SYNTH_MEMORY_MAX_BITS = 65536
```
**flow/constraint.sdc**
```tcl
current_design uart_wb

set clk_period 104.0
set clk_io_pct 0.2

create_clock -name clk0 -period $clk_period [get_ports {clk}]

set non_clock_inputs [all_inputs -no_clocks]
set_input_delay [expr $clk_period * $clk_io_pct] -clock clk0 $non_clock_inputs
set_output_delay [expr $clk_period * $clk_io_pct] -clock clk0 [all_outputs]
```
**flow/design.v**
```verilog
`default_nettype none
module fifo_sync_ram #(
	parameter integer DEPTH = 256,
	parameter integer WIDTH = 16
)(
	input  wire [WIDTH-1:0] wr_data,
	input  wire wr_ena,
	output wire wr_full,
	output wire [WIDTH-1:0] rd_data,
	input  wire rd_ena,
	output wire rd_empty,
	input  wire clk,
	input  wire rst
);
	localparam AWIDTH = $clog2(DEPTH);
	reg  [AWIDTH-1:0] ram_wr_addr;
	wire [ WIDTH-1:0] ram_wr_data;
	wire ram_wr_ena;
	reg  [AWIDTH-1:0] ram_rd_addr;
	wire [ WIDTH-1:0] ram_rd_data;
	wire ram_rd_ena;
	reg  [AWIDTH:0] level;
	(* keep="true" *) wire lvl_dec;
	(* keep="true" *) wire lvl_mov;
	wire lvl_empty;
	wire full_nxt;
	reg  full;
	reg  rd_valid;
	always @(posedge clk or posedge rst)
		if (rst)
			level <= {(AWIDTH+1){1'b1}};
		else
			level <= level + { {AWIDTH{lvl_dec}}, lvl_mov };
	assign lvl_dec = ram_rd_ena & ~ram_wr_ena;
	assign lvl_mov = ram_rd_ena ^  ram_wr_ena;
	assign lvl_empty = level[AWIDTH];
	assign full_nxt = level == { 1'b0, {(AWIDTH-2){1'b1}}, 2'b01 };
	always @(posedge clk or posedge rst)
		if (rst)
			full <= 1'b0;
		else
			full <= (full | (wr_ena & ~rd_ena & full_nxt)) & ~(rd_ena & ~wr_ena);
	assign wr_full = full;
	always @(posedge clk or posedge rst)
		if (rst)
			ram_wr_addr <= 0;
		else if (ram_wr_ena)
			ram_wr_addr <= ram_wr_addr + 1;
	assign ram_wr_data = wr_data;
	assign ram_wr_ena  = wr_ena;
	always @(posedge clk or posedge rst)
		if (rst)
			ram_rd_addr <= 0;
		else if (ram_rd_ena)
			ram_rd_addr <= ram_rd_addr + 1;
	assign ram_rd_ena = (rd_ena | ~rd_valid) & ~lvl_empty;
	always @(posedge clk or posedge rst)
		if (rst)
			rd_valid <= 1'b0;
		else if (rd_ena | ~rd_valid)
			rd_valid <= ~lvl_empty;
	assign rd_data = ram_rd_data;
	assign rd_empty = ~rd_valid;
	ram_sdp #(
		.AWIDTH(AWIDTH),
		.DWIDTH(WIDTH)
	) ram_I (
		.wr_addr(ram_wr_addr),
		.wr_data(ram_wr_data),
		.wr_ena(ram_wr_ena),
		.rd_addr(ram_rd_addr),
		.rd_data(ram_rd_data),
		.rd_ena(ram_rd_ena),
		.clk(clk)
	);
endmodule  
`default_nettype none
module glitch_filter #(
	parameter integer L = 4,
	parameter RST_VAL = 1'b1,
	parameter integer WITH_SYNCHRONIZER = 1,
	parameter integer WITH_SAMP_COND = 0,
	parameter integer WITH_EVT_COND = 0
)(
	input wire  val_in,
	input wire  samp_cond,	 
	input wire  evt_cond,	 
	output wire val,
	output reg  rise,
	output reg  fall,
	input  wire clk,
	input  wire rst
);
	wire [L-1:0] all_zero;
	wire [L-1:0] all_one;
	wire [L-1:0] all_rst;
	wire samp_cond_i = WITH_SAMP_COND ? samp_cond : 1'b1;
	wire evt_cond_i  = WITH_EVT_COND  ? evt_cond  : 1'b1;
	reg    [1:0] sync;
	reg          state;
	reg  [L-1:0] cnt;
	reg  [L-1:0] cnt_move;
	wire cnt_is_all_zero;
	wire cnt_is_all_one;
	assign all_zero = { L{1'b0} };
	assign all_one  = { L{1'b1} };
	assign all_rst  = { L{RST_VAL} };
	if (WITH_SYNCHRONIZER)
		always @(posedge clk)
			sync <= { sync[0], val_in };
	else
		always @(*)
			sync = { val_in, val_in };
	always @(*)
	begin
		cnt_move = all_zero;
		if (samp_cond_i & sync[1] & ~cnt_is_all_one)
			cnt_move = 1;
		else if (samp_cond_i & ~sync[1] & ~cnt_is_all_zero)
			cnt_move = -1;
	end
	always @(posedge clk)
		if (rst)
			cnt <= all_rst;
		else
			cnt <= cnt + cnt_move;
	assign cnt_is_all_zero = (cnt == all_zero);
	assign cnt_is_all_one  = (cnt == all_one);
	always @(posedge clk)
		if (rst)
			state <= RST_VAL;
		else begin
			if (state & cnt_is_all_zero)
				state <= 1'b0;
			else if (~state & cnt_is_all_one)
				state <= 1'b1;
			else
				state <= state;
		end
	assign val = state;
	always @(posedge clk)
	begin
		if (~evt_cond_i) begin
			rise <= 1'b0;
			fall <= 1'b0;
		end else begin
			rise <= ~state & cnt_is_all_one;
			fall <=  state & cnt_is_all_zero;
		end
	end
endmodule  
`default_nettype none
module ram_sdp #(
	parameter integer AWIDTH = 9,
	parameter integer DWIDTH = 8
)(
	input  wire [AWIDTH-1:0] wr_addr,
	input  wire [DWIDTH-1:0] wr_data,
	input  wire wr_ena,
	input  wire [AWIDTH-1:0] rd_addr,
	output reg  [DWIDTH-1:0] rd_data,
	input  wire rd_ena,
	input  wire clk
);
	(* no_rw_check *)
	reg [DWIDTH-1:0] ram [(1<<AWIDTH)-1:0];
	always @(posedge clk)
	begin
		if (rd_ena)
			rd_data <= ram[rd_addr];
		if (wr_ena)
			ram[wr_addr] <= wr_data;
	end
endmodule  
`default_nettype none
module uart_rx #(
	parameter integer DIV_WIDTH = 8,
	parameter integer GLITCH_FILTER = 2
)(
	input  wire rx,
	output wire [7:0] data,
	output reg  stb,
	input  wire [DIV_WIDTH-1:0] div,	 
	input  wire clk,
	input  wire rst
);
	wire rx_val;
	wire rx_fall;
	wire go, done, ce;
	reg  active;
	reg [DIV_WIDTH:0] div_cnt;
	reg [4:0] bit_cnt;
	reg [8:0] shift;
	generate
		if (GLITCH_FILTER > 0)
			glitch_filter #(
				.L(GLITCH_FILTER),
				.RST_VAL(1'b1),
				.WITH_SYNCHRONIZER(1)
			) gf_I (
				.val_in(rx),
				.val(rx_val),
				.rise(),
				.fall(rx_fall),
				.clk(clk),
				.rst(rst)
			);
		else begin
			reg [1:0] rx_sync;
			reg rx_fd;
			always @(posedge clk)
			begin
				rx_sync <= { rx_sync[0], rx };
				rx_fd   <= rx_sync[1] & ~rx_sync[0];
			end
			assign rx_fall = rx_fd;
			assign rx_val  = rx_sync[1];
		end
	endgenerate
	assign go = rx_fall & ~active;
	assign done = ce & bit_cnt[4];
	always @(posedge clk or posedge rst)
		if (rst)
			active <= 1'b0;
		else
			active <= (active & ~done) | go;
	always @(posedge clk)
		if (~active)
			div_cnt <= { 2'b00, div[DIV_WIDTH-1:1] } - 1;
		else if (div_cnt[DIV_WIDTH])
			div_cnt <= { 1'b0, div };
		else
			div_cnt <= div_cnt - 1;
	assign ce = div_cnt[DIV_WIDTH];
	always @(posedge clk)
		if (~active)
			bit_cnt <= 5'h08;
		else if (ce)
			bit_cnt <= bit_cnt - 1;
	always @(posedge clk)
		if (ce)
			shift <= { rx_val, shift[8:1] };
	assign data = shift[7:0];
	always @(posedge clk)
		stb <= ce & bit_cnt[4] & rx_val;
endmodule  
`default_nettype none
module uart_tx #(
	parameter integer DIV_WIDTH = 8
)(
	output wire tx,
	input  wire [7:0] data,
	input  wire valid,
	output reg  ack,
	input  wire [DIV_WIDTH-1:0] div,	 
	input  wire clk,
	input  wire rst
);
	wire go, done, ce;
	reg  active;
	reg [9:0] shift;
	reg [DIV_WIDTH:0] div_cnt;
	reg [4:0] bit_cnt;
	assign go = valid & ~active;
	assign done = ce & bit_cnt[4];
	always @(posedge clk or posedge rst)
		if (rst)
			active <= 1'b0;
		else
			active <= (active & ~done) | go;
	always @(posedge clk)
		if (~active | div_cnt[DIV_WIDTH])
			div_cnt <= { 1'b0, div };
		else
			div_cnt <= div_cnt - 1;
	assign ce = div_cnt[DIV_WIDTH];
	always @(posedge clk)
		if (~active)
			bit_cnt <= 5'h08;
		else if (ce)
			bit_cnt <= bit_cnt - 1;
	always @(posedge clk or posedge rst)
		if (rst)
			shift <= 10'h3ff;
		else if (go)
			shift <= { 1'b1, data, 1'b0 };
		else if (ce)
			shift <= { 1'b1, shift[9:1] };
	always @(posedge clk)
		ack <= go;
	assign tx = shift[0];
endmodule  
`default_nettype none
module uart_wb #(
	parameter integer DIV_WIDTH = 8,
	parameter integer DW = 16
)(
	output wire uart_tx,
	input  wire uart_rx,
	input  wire [1:0]    wb_addr,
	output wire [DW-1:0] wb_rdata,
	input  wire [DW-1:0] wb_wdata,
	input  wire          wb_we,
	input  wire          wb_cyc,
	output wire          wb_ack,
	input  wire clk,
	input  wire rst
);
	wire [ 7:0] urf_wdata;
	wire        urf_wren;
	wire        urf_full;
	wire [ 7:0] urf_rdata;
	wire        urf_rden;
	wire        urf_empty;
	reg         urf_overflow;
	wire        urf_overflow_clr;
	wire [ 7:0] utf_wdata;
	wire        utf_wren;
	wire        utf_full;
	wire [ 7:0] utf_rdata;
	wire        utf_rden;
	wire        utf_empty;
	wire [ 7:0] uart_tx_data;
	wire        uart_tx_valid;
	wire        uart_tx_ack;
	wire [ 7:0] uart_rx_data;
	wire        uart_rx_stb;
	reg  [DIV_WIDTH-1:0] uart_div;
	wire          ub_rdata_rst;
	reg  [DW-1:0] ub_rdata;
	reg           ub_rd_data;
	reg           ub_rd_ctrl;
	reg           ub_wr_data;
	reg           ub_wr_div;
	reg           ub_ack;
	uart_tx #(
		.DIV_WIDTH(DIV_WIDTH)
	) uart_tx_I (
		.data(uart_tx_data),
		.valid(uart_tx_valid),
		.ack(uart_tx_ack),
		.tx(uart_tx),
		.div(uart_div),
		.clk(clk),
		.rst(rst)
	);
	fifo_sync_ram #(
		.DEPTH(512),
		.WIDTH(8)
	) uart_tx_fifo_I (
		.wr_data(utf_wdata),
		.wr_ena(utf_wren),
		.wr_full(utf_full),
		.rd_data(utf_rdata),
		.rd_ena(utf_rden),
		.rd_empty(utf_empty),
		.clk(clk),
		.rst(rst)
	);
	assign uart_tx_data  =  utf_rdata;
	assign uart_tx_valid = ~utf_empty;
	assign utf_rden      =  uart_tx_ack;
	uart_rx #(
		.DIV_WIDTH(DIV_WIDTH),
		.GLITCH_FILTER(2)
	) uart_rx_I (
		.rx(uart_rx),
		.data(uart_rx_data),
		.stb(uart_rx_stb),
		.div(uart_div),
		.clk(clk),
		.rst(rst)
	);
	fifo_sync_ram #(
		.DEPTH(512),
		.WIDTH(8)
	) uart_rx_fifo_I (
		.wr_data(urf_wdata),
		.wr_ena(urf_wren),
		.wr_full(urf_full),
		.rd_data(urf_rdata),
		.rd_ena(urf_rden),
		.rd_empty(urf_empty),
		.clk(clk),
		.rst(rst)
	);
	assign urf_wdata = uart_rx_data;
	assign urf_wren  = uart_rx_stb & ~urf_full;
	always @(posedge clk or posedge rst)
		if (rst)
			urf_overflow <= 1'b0;
		else
			urf_overflow <= (urf_overflow & ~urf_overflow_clr) | (uart_rx_stb & urf_full);
	always @(posedge clk)
		if (ub_ack) begin
			ub_rd_data <= 1'b0;
			ub_rd_ctrl <= 1'b0;
			ub_wr_data <= 1'b0;
			ub_wr_div  <= 1'b0;
		end else begin
			ub_rd_data <= ~wb_we & wb_cyc & (wb_addr == 2'b00);
			ub_rd_ctrl <= ~wb_we & wb_cyc & (wb_addr == 2'b01);
			ub_wr_data <=  wb_we & wb_cyc & (wb_addr == 2'b00) & ~utf_full;
			ub_wr_div  <=  wb_we & wb_cyc & (wb_addr == 2'b01);
		end
	always @(posedge clk)
		if (ub_ack)
			ub_ack <= 1'b0;
		else
			ub_ack <= wb_cyc & (~wb_we | (wb_addr == 2'b01) | ~utf_full);
	assign ub_rdata_rst = ub_ack | wb_we | ~wb_cyc;
	always @(posedge clk)
		if (ub_rdata_rst)
			ub_rdata <= { DW{1'b0} };
		else
			ub_rdata <= wb_addr[0] ?
				{ urf_empty, urf_overflow, utf_empty, utf_full, { (DW-DIV_WIDTH-4){1'b0} }, uart_div } :
				{ urf_empty, { (DW-9){1'b0} }, urf_rdata };
	always @(posedge clk)
		if (ub_wr_div)
			uart_div <= wb_wdata[DIV_WIDTH-1:0];
	assign utf_wdata = wb_wdata[7:0];
	assign utf_wren  = ub_wr_data;
	assign urf_rden  = ub_rd_data & ~ub_rdata[DW-1];
	assign urf_overflow_clr = ub_rd_ctrl & ub_rdata[DW-2];
	assign wb_rdata = ub_rdata;
	assign wb_ack = ub_ack;
endmodule  
```
==> results.py <==
# Metrics from the implementation run
metrics = {
    "floorplanning": {
        "fp_util": 0.402,
        "io_pins": 41,
        "die_h_um": 903,
        "core-area_um2": 808000,
        "num_rows": 330,
        "dieArea_um2": 815000,
        "die_w_um": 903,
    },
    "clock_tree": {
        "clk_pin_slew_ns": 0.06,
        "post-cts-setup-buffer-count": 0,
        "cts_tree": "built",
        "root_buffer": "clkbuf_16",
        "clock.latency.late_pin_ns": 1.19,
        "htreeDepth": 6,
        "cts_buffers": 828,
        "clock-sinks": 8350,
        "cts-hold-fix-buffers": 0,
        "postCtsResizedCells": 0,
        "clockBufferDepth": 4,
    },
    "worst_setup_path": {
        "path_depth": 1,
        "worstSetupEndpointType": "output port",
        "crit_slowest_cell": "dfstp_2",
        "r2r-start": "uart_rx_fifo_I.ram_rd_addr[0]",
        "path_max_fanout": 2,
        "rrSetupSlack_ns": 96.65,
        "critical_path_arrival_ns": 2.50,
        "cpPeakStageDelay_ns": 0.69,
        "r2r_end": "uart_rx_fifo_I.ram_I.rd_data[1]",
        "crit_start": "uart_tx_I.shift[0]",
        "cp-endpoint": "uart_tx",
        "ff2ff_path_depth": 11,
        "cp_cell_sequence": "clkdlybuf4s50_1",
        "cp-start-kind": "register",
        "crit_family": "flip-flops",
        "crit_type": "register to output port",
        "crit_buf_inv": 1,
        "cp.required_ns": 83.20,
    },
    "global_route": {
        "grt_pass1_vias": 170068,
        "grt_pass1_wl_um": 1220000,
        "grt_start_max_net_pins": 161,
        "grt_overflow_total": 0,
        "gr-usage-all-layers": 0.229,
        "grt_antenna_before_repair": 24,
    },
    "synth": {
        "async_flop_share": 0.00862,
        "ys_cells": 15091,
        "ys_area_um2": 325000,
        "ff_type": "edfxtp_1",
        "ys_ff": 8350,
        "synth-edff-count": 8225,
        "syn_inst": 15091,
        "ys_seq_frac": 0.770,
        "ys_warn_count": 6,
        "synth.distinct_cells": 89,
        "syn_area_per_cell_um2": 21.5,
        "synth_area_um2": 325000,
    },
    "power_and_ir_drop": {
        "switching_share": 0.281,
        "power.density_nw_per_um2": 23.7,
        "intPower_w": 0.00622,
        "clkPwrFrac": 0.334,
        "power.share.combinational": 0.235,
        "p_sw_w": 0.00243,
        "p_seq_frac": 0.431,
        "leakage_nw": 113,
        "peakVddDrop_uv": 23.1,
    },
    "drt": {
        "drcViolationCount": 0,
        "wire_per_inst_um": 31.2,
        "antenna_left": 0,
        "vias_per_cell": 5.70,
        "wl_um": 846000,
        "drt-pass1-iter-count": 6,
        "drtIter0Drc": 10774,
        "vias": 154759,
    },
    "final_timing": {
        "rsz0062_at_grt": "false",
        "hold_viol": 0,
        "skew_ns": 0.111,
        "slew_headroom": 0.119,
        "worst_pin_slew_ns": 1.32,
        "setup_slack_ns": 80.70,
        "finalMaxSlewViolations": 0,
        "finalSetupViolCount": 0,
        "fin_crit_sh": 0.224,
        "fmax_mhz": 42.9,
        "setup_tns_ns": 0,
        "finalCriticalPeriod_ns": 23.30,
    },
    "place": {
        "io_buffers": 28,
        "dpl_worst_slack_ns": 80.27,
        "dp_hpwl_um": 516000,
        "place_congestion": 0.881,
        "dp_cells": 25604,
        "place_area_um2": 339000,
    },
    "layout": {
        "fill_cells": 66150,
        "fin_util": 0.452,
        "final_cell_mix": "8225 x edfxtp_1, 2076 x mux4_2, 1189 x nor2_1",
        "layout-drive-gt1-share": 0.243,
        "fin_area_um2": 365000,
        "syn2layout_area_growth_pct": 12.4,
        "final_cells": 27158,
        "layout_top_cell": "edfxtp_1",
    },
    "job": {
        "warning_count": 80,
        "drv_cap": 0,
    },
    "status": {
        "status": "finished, final reports clean",
    },
    "min_path": {
        "hold_class": "register to register",
    },
}
-- layer usage --
| metal | routed length, µm | vias to the layer above | track usage |
|---|---|---|---|
| met5 | 1450 | - | 0.0132 |
| met4 | 35700 | 49 | 0.0735 |
| met3 | 151000 | 1633 | 0.180 |
| met2 | 390000 | 9153 | 0.326 |
| met1 | 268000 | 79622 | 0.275 |
| li1 | - | 64302 | - |
-- power groups by stage --
stage	combinational (W)	clock, W	sequential (W)
CTS	0.00206	0.00294	0.00373
global route	0.00217	0.00306	0.00373
finish	0.00204	0.00289	0.00373
-- layout make-up --
| cell class | count | area [µm²] | area share |
|---|---|---|---|
| Antenna cell | 37 | 92.6 | 0.000254 |
| Clock buffer | 1049 | 21700 | 0.0595 |
| Clock inverter | 468 | 4510 | 0.0124 |
| Inverter | 45 | 198 | 0.000542 |
| Multi-Input combinational cell | 5776 | 69800 | 0.191 |
| Sequential cell | 8350 | 250000 | 0.685 |
| Tap cell | 10790 | 13500 | 0.0370 |
| Timing Repair Buffer | 643 | 5280 | 0.0145 |
-- stage by stage --
stage / hold slack, ns / total power, W
2_1_floorplan: 0.310 / 0.00522
6_report: 0.364 / 0.00865
4_1_cts: 0.363 / 0.00873
5_1_grt: 0.374 / 0.00896
3_5_place_dp: 0.378 / 0.00585
3_3_place_gp: 0.374 / 0.00585
-- synth_stat cells (28+ instances only) --
| master | number | area, µm² |
|---|---|---|
| buf_2 | 193 | 966 |
| and3_1 | 29 | 181 |
| buf_4 | 99 | 743 |
| o221ai_1 | 163 | 1430 |
| a22oi_1 | 87 | 653 |
| mux2i_1 | 565 | 5660 |
| nor3_1 | 71 | 355 |
| ha_1 | 36 | 450 |
| edfxtp_1 | 8225 | 247000 |
| o22ai_1 | 145 | 907 |
| o21ai_0 | 126 | 631 |
| a211oi_1 | 29 | 218 |
| nor2b_1 | 28 | 175 |
| xnor2_1 | 48 | 420 |
| dfxtp_1 | 53 | 1060 |
| a21oi_1 | 205 | 1030 |
| a221oi_1 | 36 | 315 |
| mux4_2 | 2076 | 46800 |
| clkbuf_1 | 410 | 1540 |
| dfstp_2 | 29 | 762 |
| dfrtp_1 | 43 | 1080 |
| a31oi_1 | 42 | 263 |
| nand3_1 | 61 | 305 |
| inv_1 | 39 | 146 |
| nor2_1 | 1204 | 4520 |
| nor4_1 | 31 | 194 |
| nand2_1 | 407 | 1530 |
| buf_6 | 125 | 1410 |
| buf_1 | 82 | 308 |
-- how the worst min path moves through the flow --
stage,slack (ns),depth (start not counted),end,from
6_report,0.36,0,uart_rx_I.genblk1.gf_I.sync[1],uart_rx_I.genblk1.gf_I.sync[0]
5_1_grt,0.37,0,uart_rx_I.genblk1.gf_I.sync[1],uart_rx_I.genblk1.gf_I.sync[0]
4_1_cts,0.36,0,uart_rx_I.genblk1.gf_I.sync[1],uart_rx_I.genblk1.gf_I.sync[0]
-- logic make-up (layout without fill, tap and decap cells) --
group / after synthesis / in the layout / synth area share
adder cells (fa/ha/maj): 38 / 38 / 0.00151
AND-OR/OR-AND: 1039 / 1039 / 0.0223
AND/OR/NAND/NOR: 1950 / 1950 / 0.0249
other: 1 / 41 / 0.0000116
buffers and inverters: 968 / 2205 / 0.0166
flip-flops: 8350 / 8350 / 0.770
multiplexers: 2673 / 2673 / 0.163
XOR/XNOR: 72 / 72 / 0.00194
-- flip-flops by register name (all words and copies together) (netlist names), 5 cells and up --
signal                        count
uart_rx_fifo_I.ram_I.ram       4096
uart_tx_fifo_I.ram_I.ram       4096
ub_rdata                         12
uart_rx_fifo_I.level             10
uart_tx_fifo_I.level             10
uart_rx_I.div_cnt                 9
uart_rx_I.shift                   9
uart_rx_fifo_I.ram_rd_addr        9
uart_rx_fifo_I.ram_wr_addr        9
uart_tx_I.div_cnt                 9
uart_tx_I.shift                   9
uart_tx_fifo_I.ram_rd_addr        9
uart_tx_fifo_I.ram_wr_addr        9
uart_div                          8
uart_rx_fifo_I.ram_I.rd_data      8
uart_tx_fifo_I.ram_I.rd_data      8
uart_rx_I.bit_cnt                 5
uart_tx_I.bit_cnt                 5
No activity file was given, so power comes from the tool's default toggle rates.
