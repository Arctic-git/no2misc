==> flow/design.v <==
`default_nettype none
module fifo_sync_shift #(
	parameter integer DEPTH =  4,
	parameter integer WIDTH = 16
)(
	input  wire [WIDTH-1:0] wr_data,
	input  wire wr_ena,
	output wire wr_full,
	output wire [WIDTH-1:0] rd_data,
	input  wire rd_ena,
	output wire rd_empty,
	input  wire clk,
	input  wire rst
);
	wire  [DEPTH+1:0] ce;
	wire  [DEPTH+1:0] valid;
	wire  [WIDTH-1:0] data [DEPTH+1:0];
	genvar i;
	generate
		for (i=1; i<=DEPTH; i=i+1)
		begin : stage
			reg [WIDTH-1:0] l_data;
			reg l_valid;
			always @(posedge clk or posedge rst)
				if (rst)
					l_data <= 0;
				else if (ce[i])
					l_data <= valid[i+1] ? data[i+1] : wr_data;
			always @(posedge clk or posedge rst)
				if (rst)
					l_valid <= 1'b0;
				else if (ce[i])
					l_valid <= ~rd_ena | valid[i+1] | (wr_ena & valid[i]);
			assign ce[i] = rd_ena | (wr_ena & ~valid[i] & valid[i-1]);
			assign data[i]  = l_data;
			assign valid[i] = l_valid;
		end
	endgenerate
	assign data[DEPTH+1] = wr_data;
	assign data[0] = { WIDTH{1'bx} };
	assign valid[DEPTH+1] = 1'b0;
	assign valid[0] = 1'b1;
	assign ce[DEPTH+1] = 1'bx;
	assign ce[0] = 1'bx;
	assign wr_full = valid[DEPTH];
	assign rd_empty = ~valid[1];
	assign rd_data  = data[1];
endmodule  
==> flow/run.sh <==
#!/bin/bash
# OpenROAD 26Q1-2900-gdf79404cd8, Yosys 0.63+post, stock flow scripts
make -C /OpenROAD-flow-scripts/flow DESIGN_CONFIG=/design/flow/config.mk WORK_HOME=/design/flow/orfs finish
==> flow/config.mk <==
export PLATFORM = sky130hd
export DESIGN_NAME = fifo_sync_shift
export DESIGN_NICKNAME = fifo_sync_shift
export VERILOG_FILES = /design/flow/design.v
export SDC_FILE = /design/flow/constraint.sdc
export NUM_CORES = 4
export LEC_CHECK = 1
export CORE_UTILIZATION = 40
==> flow/constraint.sdc <==
current_design fifo_sync_shift

set clk_period 4.9
set clk_io_pct 0.2

create_clock -name clk0 -period $clk_period [get_ports {clk}]

set non_clock_inputs [all_inputs -no_clocks]
set_input_delay [expr $clk_period * $clk_io_pct] -clock clk0 $non_clock_inputs
set_output_delay [expr $clk_period * $clk_io_pct] -clock clk0 [all_outputs]
==> summary.txt <==
Quick summary of the implementation run below.

The flip-flop cell with the highest count after synthesis is sky130_fd_sc_hd__dfrtp_1. The wire-length estimate of the detail-placed layout is 3550 µm. A synthesized cell averages 15.7 µm². The clock tree from TritonCTS is done. The width of the die is 93.2 µm. Sorting the Yosys area breakdown by cell type puts at the top sky130_fd_sc_hd__dfrtp_1. The final antenna diode count is 0. The share of the clock period used by the worst path is 53.5%. The first global-routing pass estimated 9810 µm of wire. Using the TritonRoute via totals, the vias-per-cell ratio works out to 4.99. The total area of multi-input combinational cells is 1460 µm².

Among all stages on the critical path, the largest delay is contributed by sky130_fd_sc_hd__a21oi_4. The critical path's largest stage delay is 750 ps. In this run the most critical hold path is launched from stage[1].l_data[15].

The post-route netlist has 53.7% of its cells at a drive strength greater than 1. The critical path maximum fanout is 16. The average wire length per cell after detail routing came out at 16.7 µm. The launch point of the worst register-to-register path is recorded as stage[2].l_valid.

The total placed cells including tap cells came out at 342. After synthesis, the share of flip-flops with an asynchronous set or reset is 100%. The leakage power of the design came out at 1.63 nW.

Setup slack on the worst reg-to-reg path comes out at 2750 ps. For this design, the sink count on the clock tree is 68. The cell chosen for the clock root is sky130_fd_sc_hd__clkbuf_8.

The relative max-transition margin came out at 47.8%. The floorplan report gives the top-level pin count as 38. The total CTS buffers is 9. The net load switching power came out at 0.441 mW.

The placeable core region came out at 7890 µm². The number of routed nets with antenna violations came out at 0. Summed over all layers, the routed wires come to 5960 µm. Summed over all layers, the global routing overflow is 0. The final critical-path required period is 2620 ps.

The number of hold buffers added after CTS is 0. The type of the most critical hold path is register to register. Walking the worst path, the cells encountered are clkdlybuf4s50_1 > a21oi_4 > mux2_2. The tally of max-capacitance violations is 0.

The type of the worst setup path is input pin to register. The initial antenna violation count came out at 0. Counting the warning lines in the Yosys log gives 1. The setup TNS came out at 0 ps. The violation tally recorded at the end of detailed-routing iteration 0 is 64.

The transition time at the pin with the least slew margin came out at 781 ps. The later pin in the worst-skew pair is clocked with a latency of 330 ps. The main area contributors are sky130_fd_sc_hd__dfrtp_1, sky130_fd_sc_hd__mux2_2, sky130_fd_sc_hd__mux2_4. The area growth from synthesis to final layout is 17.5%. The cell area after technology mapping came out at 3320 µm². The total tool warning count came out at 25. The die outline height came out at 93.2 µm. The sequential cells in the finished layout cover a total of 1700 µm².

The number of vias after detailed routing is 1780. The worst-case vdd ir drop came out at 0.279 mV. The number of global-route vias before repair came out at 1807. The clock H-tree reported by CTS has 3 levels. The number of synthesized register bits came out at 68. The chip occupies 8680 µm². The unique cell type count in the Yosys netlist is 19.

The arrival time of data at the worst endpoint is listed as 2840 ps. The script parses the final routing iteration and logs DRC violations as 0. The worst setup path is captured at a register. The portion of the post-synthesis area used by sequential elements is 51.2%.

The port buffer count is 37. The chip area in the Yosys report came out at 3320 µm². The number of max-slew violations in the final report came out at 0. The run finished with clean final reports. The gate count of the mapped netlist is 211. The clock group share of total power came out at 23.9%. The final hold violation count recorded for this run is 0.

The number of iterations in the first detailed-routing pass came out at 5. Entering global routing, the biggest net connects 39 pins. For this run, the top clock speed supported by timing is 382 MHz.

Post-CTS repair changed the size of 0 cells. Sequential cells burn 45.9% of the power. The number of buffers on the longest clock path is 2. Setup repair after global routing left no endpoint under its margin. Power spread over the standard cell area amounts to 464 nW/µm². The internal power contribution is 1.37 mW.

The starting density of the core is 42.1%. The cell total in the yosys stat output came out at 211. The report gives the cell count of the worst hold path as 1. The OpenROAD report gives the critical path a required time of 5120 ps.

From the final report, the count of setup violators was given as 0. The number of cell rows is 32. The terminus of the critical flop-to-flop path is stage[2].l_data[1]. The clock slew at the register clock pins of the worst setup and hold paths is 70 ps. The dominant cell by count in the synthesized netlist is sky130_fd_sc_hd__mux2_2.

Switching power as a fraction of the total was reported as 24.4%. The filler cells instantiated in the layout total 703. The area share of the largest cell type after synthesis came out at 51.2%. By count the netlist is led by sky130_fd_sc_hd__mux2_2, sky130_fd_sc_hd__dfrtp_1, sky130_fd_sc_hd__mux2_4, sky130_fd_sc_hd__buf_6, sky130_fd_sc_hd__inv_1. The count of buffers added by post-CTS timing repair for setup is 0.

Excluding fillers, the count of instances in the completed layout stands at 357. For the final database, setup skew stands at 6.90 ps. The final RePlAce weighted congestion is 0.740. Counting flops with a built-in enable in the synthesized netlist gives 0.

The startpoint kind of the worst setup timing path is an input pin. The count of cells along the worst register-to-register path is 4. The endpoint of the worst hold path is reported as stage[1].l_data[15].

The power share of the combinational group is 30.2%. The overall fraction of global-route tracks in use is 15.5%.
==> power groups by stage <==
stage	Combinational (mW)	Sequential, mW	Clock (mW)
4_1_cts	0.557	0.832	0.451
5_1_grt	0.595	0.856	0.470
6_report	0.547	0.831	0.433
==> layout make-up <==
class | count | share of cell area, %
multi-input cells | 124 | 37.4
well taps | 102 | 3.27
inverters | 7 | 0.673
repair buffers | 41 | 10.3
clock inverters | 1 | 0.128
flip-flops and latches | 68 | 43.6
clock buffers | 14 | 4.68
==> worst max-delay path, delay by kind of cell <==
kind,cells,cell delay [ps]
buffers and inverters,1,690
AND-OR/OR-AND,1,750
multiplexers,1,420
==> through the flow <==
step	setup slack [ps]	util (%)	hold slack (ps)	power, mW	instance area, µm²
4_1_cts	2290	49.5	507	1.84	3910
2_1_floorplan	2210	-	454	1.19	3320
3_5_place_dp	1930	47.1	487	1.39	3720
5_1_grt	2180	49.5	519	1.92	3910
3_3_place_gp	1960	47.1	482	1.39	3720
6_report	2280	49.5	503	1.81	3910
==> worst max-delay path by stage <==
| stage | startpoint | end | cells past startpoint |
|---|---|---|---|
| CTS | rd_ena | stage[4].l_data[1] | 3 |
| global route | rd_ena | stage[1].l_data[12] | 3 |
| finish | rd_ena | stage[1].l_data[12] | 3 |
==> cell usage in the layout, fill, tap and decap left out, types with 2 or more instances in the layout <==
cell type,count
sky130_fd_sc_hd__a222oi_1,2
sky130_fd_sc_hd__a31oi_4,3
sky130_fd_sc_hd__buf_4,4
sky130_fd_sc_hd__clkbuf_8,13
sky130_fd_sc_hd__clkdlybuf4s50_1,37
sky130_fd_sc_hd__dfrtp_1,68
sky130_fd_sc_hd__inv_1,4
sky130_fd_sc_hd__inv_2,3
sky130_fd_sc_hd__mux2_2,95
sky130_fd_sc_hd__mux2_4,17
==> sequential cells by signal (all words and copies together), names as in the netlist <==
register,flops
stage.l_data,64
stage.l_valid,4
==> cell families after synthesis <==
group           synth area share (%)
mux                             39.9
simple gates                   0.640
compound gates                  3.46
flops                           51.2
buf+inv                         4.82
==> layer usage <==
metal  GRT usage (%)  share of wire [%]
met1            26.3                 54
met2            21.8                 40
met3            3.56                4.4
met4            1.15                1.1
met5               0                  0
No activity file was given, so power comes from the tool's default toggle rates.
